`flow/run.sh`:
```
#!/bin/bash
# OpenROAD 26Q1-2900-gdf79404cd8, Yosys 0.63+post, stock flow scripts
make -C /OpenROAD-flow-scripts/flow DESIGN_CONFIG=/design/flow/config.mk WORK_HOME=/design/flow/orfs finish
```
`flow/config.mk`:
```
export PLATFORM = sky130hd
export DESIGN_NAME = tw_switch2
export DESIGN_NICKNAME = tw_switch2
export VERILOG_FILES = /design/flow/design.v
export SDC_FILE = /design/flow/constraint.sdc
export NUM_CORES = 4
export LEC_CHECK = 1
export CORE_AREA = 10 10 70 70
export DIE_AREA = 0 0 80 80
```
`flow/constraint.sdc`:
```
current_design tw_switch2

set clk_period 1.1
set clk_io_pct 0.2

create_clock -name clk0 -period $clk_period [get_ports {clk}]

set non_clock_inputs [all_inputs -no_clocks]
set_input_delay [expr $clk_period * $clk_io_pct] -clock clk0 $non_clock_inputs
set_output_delay [expr $clk_period * $clk_io_pct] -clock clk0 [all_outputs]
```
`flow/design.v`:
```
`default_nettype none
module tw_switch2
(
  input  wire clk  ,
  input  wire reset,
  input  wire door_switch,
  input  wire bed_switch,
  output reg  light
  );
  parameter WIDTH = 2;
  parameter IDLE  = 2'b00;
  parameter TON   = 2'b01;
  parameter ON    = 2'b10;
  parameter TOFF  = 2'b11;
  reg [WIDTH-1 : 0] state;
  always @ (posedge clk)
  if (~reset)
    begin
      state  <= IDLE;
  	 light <= 1'b0;
    end
  else
    case (state)
      IDLE : if ((door_switch == 1'b1) || (bed_switch == 1'b1))
               begin
                 state  <= TON;
                 light <= 1'b0;
               end
             else
               begin
                 state  <= IDLE;
                 light <= 1'b0;
               end
      TON:
          begin
            state  <= ON;
            light <= 1'b1;
          end
      ON: if ((door_switch == 1'b1) || (bed_switch == 1'b1))
               begin
                 state  <= TOFF;
                 light <= 1'b1;
               end
             else
               begin
                 state  <= ON;
                 light <= 1'b1;
               end
      TOFF:
          begin
            state  <= IDLE;
            light <= 1'b0;
          end
    endcase
endmodule
```
==> results_slide.txt <==
Physical Implementation Snapshot

Status
  – Status: complete, no violations

Final layout
  – Area delta synth->final: 80.3%
  – Layout Cells excl Fill: 69
  – Layout cells sized above 1: 13.0%
  – Final core occ: 8.06%

Power and ir drop
  – Lkg Pwr: 0.000105 uW
  – Clk pwr share: 47.8%
  – Pwr/cell area: 1580 nW/um2
  – Worst vdd ir: 964 uV
  – Total Power: 434 uW
  – Sw power: 86.0 uW
  – Combinational power share: 6.7%
  – Switching fraction of total power: 19.8%
  – Flop pwr share: 45.5%
  – P_int: 348 uW

Clock tree
  – CTS Buffer Depth: 2
  – Max H-tree Level: 1
  – TritonCTS Sinks: 5
  – Clk root buf: clkbuf_4
  – Setup Buffers After CTS: 0
  – Hold-fix buffers, CTS: 0
  – Clk slew on worst S/H paths: 40 ps
  – Cts bufs inserted: 3
  – Total of cells resized after clock tree synthesis: 1
  – Clk latency late pin: 240 ps
  – CTS tree: yes

Setup path
  – Worst setup EP type: primary output
  – Critical Path RT: 880 ps
  – Launching element type of the critical path: flop
  – Max FO, Critical Path: 1
  – Delay-heaviest family, CP: flip-flops
  – Crit path largest cell delay: 290 ps
  – Critical Path, Cell by Cell: dlygate4sd2_1
  – CP max-delay cell: dfxtp_1
  – CP Buf/Inv Count: 1
  – Critical Path AT: 780 ps
  – CP Class: reg -> out

Run
  – Max_cap viols: 0
  – Tool Warnings: 25

GRT
  – Grt ovf: 0
  – First-pass GRT wire length: 627 um
  – Vias in the first global route: 145
  – Pin count of the biggest net entering global routing: 6
  – Gr usage total: 1.30%
  – Antenna violations before repair: 0

Synthesis
  – Synth Area in Simple Gates: 26.2%
  – Yosys warnings: 1
  – Post-synth cell types: 8
  – Mux area share: 0%
  – Count leader, synth: dfxtp_1
  – Main kind of combinational logic by area: simple AND/OR/NAND/NOR gates
  – Chip Area, Yosys: 153 um2
  – Number of enable flip-flop cells: 0
  – Synth area leaders: dfxtp_1 66%, and3_1 8.2%, a21o_1 4.9%, nand2_1 4.9%, nor2_1 4.9%
  – Ao+oa area frac: 8.20%
  – Adder-cell share of the synthesized area: 0%
  – Top cells by count: 5 x dfxtp_1, 2 x and3_1, 2 x nand2_1, 2 x nor2_1
  – Yosys top cell area share: 65.6%
  – Synth area leader: dfxtp_1
  – Mean Syn Cell Area: 10.2 um2
  – Ys flops: 5
  – Main synth FF type: dfxtp_1
  – Synthesized cell area: 153 um2
  – Seq/Total Area, Yosys: 65.6%
  – Asr flop ratio synth: 0%
  – # Cells Yosys: 15
  – XORs/XNORs by Area: 0%
  – Synth Instances: 15

Timing
  – Post-route setup slack: 98.4 ps
  – Slew Limit Fails: 0
  – Achievable frequency: 0.998 GHz
  – Final Hold Vio Count: 0
  – Setup-failing EPs final: 0
  – RSZ-0062 raised after global routing: false
  – Final period util: 91.1%
  – Minimum clock period: 1000 ps
  – Worst-Margin Slew: 177 ps
  – Clk_skew: 4.39 ps
  – Hold slack: 442 ps
  – Slew headroom: 88.2%

Routing
  – Routed WL: 370 um
  – N_diodes: 0
  – Drt drc: 0
  – DR WL/cell: 5.36 um
  – Vias: 129
  – Via/cell ratio: 1.87
  – DRT iter0 DRCs: 2
  – Drt pass-1 iters: 2
  – Routed Antenna Nets: 0

Floorplanning
  – FP Core Util: 4.47%
  – Area of the die: 6400 um2
  – Cell row count: 21
  – Ports: 5
  – Die height: 80 um
  – Core Box Area: 3420 um2
  – Die width: 80 um

Min path
  – Hold Crit Class: reg -> reg

Placement
  – Gp weighted congestion: 0.638
  – Pre-CTS WS: -90.5 ps
  – Number of port buffers: 4
  – Placed insts: 65
## area by class of cell
class	instances	area (um2)
clock buffers	4	26.3
fillers	409	3140
multi-input cells	10	52.6
repair buffers	4	38.8
well taps	46	57.6
flip-flops and latches	5	100
## cell usage in the layout, fill, tap and decap left out
master	n
dfxtp_1	5
clkbuf_4	3
clkdlybuf4s50_1	3
and3_1	2
nor2_1	2
nand2_1	2
or2_1	1
nand2b_1	1
a21o_1	1
o21ai_1	1
clkbuf_1	1
dlygate4sd2_1	1
## kinds of logic (layout without fill, tap and decap cells)
family	count (synthesis)	after routing
and+or+nand+nor	8	8
AOI/OAI and AO/OA	2	2
buffers and inverters	0	8
DFF	5	5
## final timing paths
| kind | startpoint | endpoint | slack [ps] | depth (start not counted) |
|---|---|---|---|---|
| hold reg to reg | state[0]$_DFF_P_ | light$_SDFF_PN0_ | 440 | 1 |
| setup reg to reg | state[3]$_DFF_P_ | state[0]$_DFF_P_ | 390 | 2 |
| hold / removal | state[0]$_DFF_P_ | light$_SDFF_PN0_ | 440 | 1 |
| setup / recovery | light$_SDFF_PN0_ | light | 100 | 1 |
## metrics by stage
stage | area, um2 | setup TNS, ps
after floorplan | 153 | 0
after global placement | 250 | -140
after global routing | 275 | 0
after detailed placement | 250 | -242
final | 275 | 0
after CTS | 275 | 0
## flip-flops by register name, summed over array words and instances, names as in the netlist
name / flops
state: 4
light: 1
## per-layer routing
layer | GRT usage, % | vias to the layer above | part of all wire (%)
li1 | - | 67 | -
met1 | 1.93 | 53 | 61
met2 | 1.28 | 9 | 28
met3 | 1.14 | 0 | 11
met4 | 0.176 | 0 | 0
met5 | 0 | - | 0
## power by group through the flow
stage	sequential, uW	combinational (uW)	clock, uW
finish	198	29.2	208
global route	199	33.9	228
CTS	198	30.0	215
Power figures rest on the tool's default switching activity, not on a simulated workload.
