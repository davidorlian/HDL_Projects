[./design.v]
module decoder_2to4 (
    input  wire enable,
    input  wire [1:0] in,
    output reg  [3:0] out
);
    always @(*) begin
        out = 4'b0000;  
        if (enable == 1'b1) begin
            case (in)
                2'b00: out[0] = 1'b1; 
                2'b01: out[1] = 1'b1; 
                2'b10: out[2] = 1'b1; 
                2'b11: out[3] = 1'b1; 
                default: out = 4'b0000;
            endcase
        end
    end
endmodule
module decoder_4to16 (
    input enable,
    input [3:0] in,
    output [15:0] out
);
    wire [3:0] q;
    decoder_2to4 DEC1 (
        .enable(enable),
        .in(in[3:2]),
        .out(q)
    );
    decoder_2to4 DEC2 (
        .enable(q[0]),
        .in(in[1:0]),
        .out(out[3:0])
    ); 
    decoder_2to4 DEC3 (
        .enable(q[1]),
        .in(in[1:0]),
        .out(out[7:4])
    );
    decoder_2to4 DEC4 (
        .enable(q[2]),
        .in(in[1:0]),
        .out(out[11:8])
    );
    decoder_2to4 DEC5 (
        .enable(q[3]),
        .in(in[1:0]),
        .out(out[15:12])
    );
endmodule
[./run.sh]
#!/bin/bash
# OpenROAD 26Q1-2900-gdf79404cd8, Yosys 0.63+post, stock flow scripts
make -C /OpenROAD-flow-scripts/flow DESIGN_CONFIG=/design/flow/config.mk WORK_HOME=/design/flow/orfs finish
[./config.mk]
export PLATFORM = sky130hd
export DESIGN_NAME = decoder_4to16
export DESIGN_NICKNAME = decoder_4to16
export VERILOG_FILES = /design/flow/design.v
export SDC_FILE = /design/flow/constraint.sdc
export NUM_CORES = 4
export LEC_CHECK = 1
export CORE_AREA = 10 10 70 70
export DIE_AREA = 0 0 80 80
[./constraint.sdc]
current_design decoder_4to16

set clk_period 1.3
set clk_io_pct 0.2

create_clock -name clk0 -period $clk_period

set non_clock_inputs [all_inputs -no_clocks]
set_input_delay [expr $clk_period * $clk_io_pct] -clock clk0 $non_clock_inputs
set_output_delay [expr $clk_period * $clk_io_pct] -clock clk0 [all_outputs]
==> flow_summary.ini <==
; implementation run metrics
[routing]
routed_wirelength_microns = 1070
vias_per_cell = 3.02
antenna_left = 0
drt_iter0_markers = 18
antenna_cells = 0
first_pass_iters = 4
vias = 299
drc = 0
wl_per_cell_microns = 10.8

[yosys]
yosysUniqueCellTypes = 13
yosys-top-cells-count = nor2_1 (6), nor3_2 (5), nor3_1 (3)
ys_area_sq_um = 194
ys_seq_share = 0
yosys-stat-cells = 27
netlist_area_sq_um = 194
netlist.area_leader.share = 0.258
top_cells_by_area = nor3_2 (26%), nand2b_4 (14%), nor2_1 (12%)
synthesis.instances = 27
syn_avg_cell_area_sq_um = 7.18
synth_warnings = 1
largest_area_cell = nor3_2
yosysMostFrequentCell = nor2_1

[sta]
slew_viol_final = 0
setup_viol = 0
min_period_over_period = 0.940
rsz0062_at_grt = false
period_minus_slack_ns = 1.22
fmax_ghz = 0.818
worstMarginPinSlew_ns = 0.174
maxSlewHeadroom = 0.883
finalHoldViolCount = 0
final.setup.tns_ns = 0

[worst_setup_path]
endpoint_kind = primary output
worstPathBufferInverterCount = 3
path_class = in2out
critPathRequiredTime_ns = 1.04
start_kind = input port
cp_cell_sequence = buf_2 -> buf_4 -> nor3_2 -> dlygate4sd2_1
cp_slowest_stage_delay_ns = 0.23
crit_fanout = 6
crit_slowest_cell = dlygate4sd2_1
path_delay_family = buffers and inverters
critPathArrivalTime_ns = 0.96

[grt]
grt_pass1_wl_microns = 1680
antenna_found_initial = 1
overflow = 0
grt_pass1_vias = 302
grt_usage = 0.0321
grt_max_degree = 7

[cells_and_area]
flops = 0
fillers = 398
fin_cells = 99
drive_above_1_share = 0.566
seqCellArea_sq_um = 0
design_area_sq_um = 518
layout.clock_buffers = 0
syn_to_final_growth_pct = 167

[place]
place.gp.congestion = 0.658
portBuffers = 21
dpl.cell_count = 98
hpwl_microns = 899
place_area_sq_um = 500

[pwr]
finalPower_mw = 0.107
cellLeakagePower_nw = 0.232
ir_drop_uv = 42.0
p_per_area_nw_per_um2 = 207

[clocking]
hold_buffers = 0
postCtsSetupBuffers = 0

[job]
warnings = 32
cap_violations = 0

[floorplan]
num_io_pins = 21
die_w_microns = 80
die-height_microns = 80
fp_util = 0.0568
chip_area_sq_um = 6400
rows = 21
core_area_sq_um = 3420

[min_path]
hold_class = in2out

[run_status]
outcome = completed
[per-stage QoR]
step / hold slack (ns) / utilization / setup slack [ns]
CTS: 0.808 / 0.153 / 0.00388
detailed placement: 1.58 / 0.147 / -0.706
global route: 0.834 / 0.152 / 0.0122
global placement: 1.59 / 0.147 / -0.684
floorplan: 0.533 / - / 0.360
finish: 0.813 / 0.152 / 0.0778
[final timing paths]
check                 startpoint  endpoint  depth (start not counted)  slack, ns
worst min-delay path       in[0]    out[2]                          3       0.81
worst max-delay path       in[2]    out[8]                          4       0.08
[layer usage]
layer | vias up | GRT usage | share of wire
met2 | 12 | 0.0594 | 0.51
met4 | 0 | 0 | 0
met3 | 0 | 0.0182 | 0.15
li1 | 152 | - | -
met1 | 135 | 0.0323 | 0.33
met5 | - | 0 | 0
[logic make-up (layout without fill, tap and decap cells)]
| kind of cell | after synthesis | count (layout) | share of synthesized area |
|---|---|---|---|
| simple gates | 25 | 25 | 0.903 |
| buf+inv | 2 | 28 | 0.0967 |
[what timing repair did]
item	4_1_cts	5_1_grt
gates cloned	1	0
pin swaps	4	2
endpoints found under the setup margin	16	6
resized	49	10
hold endpoints to repair	0	0
[where the power goes]
group	internal, mW	switching [mW]
combinational	0.0546	0.0526
sequential	0	0
clock	0	0
[layout by cell type, fill, tap and decap left out, drive strengths merged]
cell,n
buf,14
dlygate4sd2,8
nor3,8
nor2,6
nand2b,3
clkbuf,3
clkdlybuf4s15,3
nand2,2
nand3b,2
nand3,2
nor4,2
[final cells by class]
class | count | area, sq um | share of cell area
multi-input cells | 25 | 220 | 0.425
well taps | 46 | 57.6 | 0.111
repair buffers | 28 | 240 | 0.464
Power figures rest on the tool's default switching activity, not on a simulated workload.
